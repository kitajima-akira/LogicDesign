==> /design/flow/config.mk <==
export PLATFORM = sky130hd
export DESIGN_NAME = shift_register_logical
export DESIGN_NICKNAME = shift_register_logical
export VERILOG_FILES = /design/flow/design.v
export SDC_FILE = /design/flow/constraint.sdc
export NUM_CORES = 4
export LEC_CHECK = 1
export CORE_AREA = 10 10 70 70
export DIE_AREA = 0 0 80 80
==> /design/flow/constraint.sdc <==
current_design shift_register_logical

set clk_period 2.0
set clk_io_pct 0.2

create_clock -name clk0 -period $clk_period [get_ports {clock}]

set non_clock_inputs [all_inputs -no_clocks]
set_input_delay [expr $clk_period * $clk_io_pct] -clock clk0 $non_clock_inputs
set_output_delay [expr $clk_period * $clk_io_pct] -clock clk0 [all_outputs]
==> /design/flow/design.v <==
module shift_register_logical#(
    parameter WIDTH = 4
  )(
    input logic clock,   
    input logic reset,   
    input logic clear,   
    input logic load,   
    input logic shift_in,   
    input logic shift_left,   
    input logic shift_right,   
    input logic[WIDTH - 1:0] d,   
    output logic shift_out,   
    output logic[WIDTH - 1:0] q   
  );
  logic[WIDTH - 1:0] r;
  logic[WIDTH:0] shift_r;
  assign shift_r = shift_left ? ({1'b0, r} << 1) | shift_in : shift_right ? {shift_in, r} >> 1 : d;
  always_ff @(posedge clock, posedge reset)
  begin
    if (reset)
      r <= 0;
    else if (clear)
      r <= 0;
    else if (load | shift_left | shift_right)
      r <= shift_r;
  end
  assign shift_out = shift_left ? r[WIDTH - 1] : r[0];
  assign q = load | shift_left |shift_right ? shift_r : r;
endmodule
==> /design/flow/run.sh <==
#!/bin/bash
# OpenROAD 26Q1-2900-gdf79404cd8, Yosys 0.63+post, stock flow scripts
make -C /OpenROAD-flow-scripts/flow DESIGN_CONFIG=/design/flow/config.mk WORK_HOME=/design/flow/orfs finish
==> out/metrics.cfg <==
[outcome]
status = finished clean

[worst_setup_path]
critPathMaxFanout = 8
slowest_delay_ns = 0.47
path_delay_family = buffers and inverters
crit_arrival_ns = 1.48
r2r_cells = 3
crit_chain = dlygate4sd2_1 > buf_4 > nand2_1 > o21ai_1 > clkdlybuf4s50_1
cp.depth = 5
worst_path_max_delay_cell = clkdlybuf4s50_1
path_buffers = 3
worstSetupPathType = primary input to output pin
end_kind = output pin
worst_ep_required_time_ns = 1.60
worstSetupStartpointType = primary input

[pwr]
power.density_nw_per_um2 = 450
vdd_ir_drop_max_mv = 0.109
power.total_w = 0.000279
p_leak_nw = 0.254

[final_layout]
drive_gt1_share_pct = 26.7
final_core_util_pct = 18.1
layoutNonFillerInstCount = 106
reg_top3 = r (4)
regMostFlops = r
area.growth.synth_to_final_pct = 78.7
largest_register_ffs = 4

[synthesis]
async_flop_share_pct = 100
topCellsByArea = dfrtp_1, mux2i_1, a2111oi_2, nor3b_1, or4bb_1
synth_seq_share_pct = 28.9
ys_chip_area_um2 = 347
avgSynthCellArea_um2 = 9.90
netlist_instances = 35
edf_count = 0
synth.distinct_cells = 17
synthTopCellsByCount = dfrtp_1, mux2i_1, inv_1, nand2_1, nor3b_1
yosys.area.top_type_share_pct = 28.9
top_area_cell = dfrtp_1
syn_area_um2 = 347
ff_type = dfrtp_1
ys_cells = 35
synth_flops = 4
yosysWarnings = 1

[sta]
hold_violations = 0
relSlewSlack_pct = 78.8
drv_slew = 0
fin_setup_tns_ns = 0
worst_pin_slew_ns = 0.317
post-route-min-period_ns = 1.88
post-route-period-util_pct = 94.0
fmax_mhz = 532
skew_ns = 0.00370
setup_viol = 0
rsz0062_at_grt = no

[floorplanning]
coreArea_um2 = 3420
fp-utilization_pct = 10.1
die_w_um = 80
pin_count = 16
die_h_um = 80
rows = 21
chipArea_um2 = 6400

[clocking]
clock_latency_ns = 0.23
ctsHtreeMaxLevel = 1
cts_tree = built
cts-root-buf = clkbuf_4
cts_made_buffers = 3
clock_sinks = 4
clkTransAtPathRegs_ns = 0.04
ctsLongestPathBuffers = 2

[routing]
dr.pass1.iters = 3
vias = 368
wl_per_cell_um = 10.2
diodes = 0
viasPerCell = 3.47
drtIter0Drc = 23
drt-total-wl_um = 1080
drc = 0
drtAntennaViolNets = 0

[placed_design]
dp_hpwl_um = 904
port-buffer-count = 15
dp_cells = 103
gp_congestion = 0.766

[job]
max-cap-violations = 0
warnings = 25

[grt]
grt.total_usage_pct = 3.39
grt_start_max_net_pins = 9
grt_pass1_vias = 394
grt_pass1_wl_um = 1810
antenna_found_initial = 0
grt_remaining_overflow = 0

[worst_hold_path]
hold_path.class = primary input to async pin

-- cell families after synthesis --
| kind of cell | synth area share [%] |
|---|---|
| AND/OR/NAND/NOR | 26.4 |
| AND-OR/OR-AND | 24.5 |
| buffers and inverters | 8.66 |
| multiplexers | 11.6 |
| flip-flops | 28.9 |
-- cell type report --
| cell class | count | area (um^2) |
|---|---|---|
| clock buffers | 3 | 22.5 |
| multi-input cells | 26 | 219 |
| flip-flops and latches | 4 | 100 |
| well taps | 46 | 57.6 |
| inverters | 3 | 11.3 |
| repair buffers | 24 | 209 |
| fillers | 389 | 2800 |
-- layout by cell type, fill, tap and decap left out --
master           count
o21ai_1              1
nor2_2               1
a2111oi_2            2
dfrtp_1              4
clkbuf_4             3
nor3b_1              3
nor2b_1              2
inv_1                3
a211oi_1             2
clkdlybuf4s50_1      8
dlygate4sd2_1        7
nor3b_2              1
or3_1                1
buf_4                9
nand2_1              3
o221ai_1             2
a221oi_1             2
or4bb_1              2
mux2i_1              4
-- final timing paths --
kind,start,to,slack [ns]
worst max-delay path,shift_left,shift_out,0.12
worst min-delay path,reset,r[0]$_DFFE_PP0P_,0.35
worst max register to register,r[1]$_DFFE_PP0P_,r[0]$_DFFE_PP0P_,0.97
worst min register to register,r[0]$_DFFE_PP0P_,r[1]$_DFFE_PP0P_,0.64
max in group asynchronous,reset,r[1]$_DFFE_PP0P_,1.51
min in group clk0,r[0]$_DFFE_PP0P_,r[1]$_DFFE_PP0P_,0.64
-- stage by stage --
| step | cell area, um^2 | setup WS [ns] | hold slack (ns) |
|---|---|---|---|
| after floorplan | 347 | 0.747 | 0.166 |
| after global placement | 603 | -0.356 | 0.597 |
| after detailed placement | 603 | -0.361 | 0.597 |
| after CTS | 619 | 0.0938 | 0.347 |
| after global routing | 619 | 0.0122 | 0.352 |
| final | 619 | 0.121 | 0.348 |
-- repair_timing --
item                                    in CTS  in global routing
hold buffers                                 0                  0
buffers inserted                             0                  0
pin swaps                                    4                  0
resized                                      8                  1
endpoints found under the setup margin       5                  1
-- routing by layer --
metal / global-route usage, % / wire [um] / vias to the layer above
li1: - / - / 188
met5: 0 / 0 / -
met2: 4.57 / 444 / 14
met4: 0.528 / 0 / 0
met1: 4.15 / 480 / 166
met3: 2.73 / 155 / 0
-- worst reg2reg max path: stages, from the launching register on --
cell	delay (ns)
dfrtp_1	0.39
nor3b_1	0.08
buf_4	0.13
a2111oi_2	0.31
-- power by group --
part / switching [W] / internal (W) / leakage, nW
combinational: 0.0000343 / 0.0000566 / 0.187
sequential: 0.00000595 / 0.0000867 / 0.0532
clock: 0.0000286 / 0.0000668 / 0.0138
total: 0.0000688 / 0.000210 / 0.254
No activity file was given, so power comes from the tool's default toggle rates.
