===== ./constraint.sdc =====
current_design top_decoder_7seg

set clk_period 2.3
set clk_io_pct 0.2

create_clock -name clk0 -period $clk_period

set non_clock_inputs [all_inputs -no_clocks]
set_input_delay [expr $clk_period * $clk_io_pct] -clock clk0 $non_clock_inputs
set_output_delay [expr $clk_period * $clk_io_pct] -clock clk0 [all_outputs]

===== ./design.v =====
module decoder_7seg_table(
    input logic[3:0] d,   
    output logic[6:0] y   
  );
  always_comb
  begin
    case(d)
      'b0000:
        y = 'b1111110;  
      'b0001:
        y = 'b0110000;  
      'b0010:
        y = 'b1101101;  
      'b0011:
        y = 'b1111001;  
      'b0100:
        y = 'b0110011;  
      'b0101:
        y = 'b1011011;  
      'b0110:
        y = 'b1011111;  
      'b0111:
        y = 'b1110000;  
      'b1000:
        y = 'b1111111;  
      'b1001:
        y = 'b1111011;  
      'b1010:
        y = 'b1110111;  
      'b1011:
        y = 'b0011111;  
      'b1100:
        y = 'b1001110;  
      'b1101:
        y = 'b0111101;  
      'b1110:
        y = 'b1001111;  
      'b1111:
        y = 'b1000111;  
      default:
        y = 'b1111111;  
    endcase
  end
endmodule
module top_decoder_7seg(
    input logic[9:0] SW,  
    output logic[6:0] HEX0_n,  
    output logic[6:0] HEX1_n  
  );
  logic[6:0] hex0, hex1;  
  assign HEX0_n = ~hex0;
  assign HEX1_n = ~hex1;
  decoder_7seg_table dec0(
                       .d(SW[3:0]),
                       .y(hex0)
                     );
  decoder_7seg_table dec1(
                       .d(SW[7:4]),
                       .y(hex1)
                     );
endmodule

===== ./run.sh =====
#!/bin/bash
# OpenROAD 26Q1-2900-gdf79404cd8, Yosys 0.63+post, stock flow scripts
make -C /OpenROAD-flow-scripts/flow DESIGN_CONFIG=/design/flow/config.mk WORK_HOME=/design/flow/orfs finish

===== ./config.mk =====
export PLATFORM = sky130hd
export DESIGN_NAME = top_decoder_7seg
export DESIGN_NICKNAME = top_decoder_7seg
export VERILOG_FILES = /design/flow/design.v
export SDC_FILE = /design/flow/constraint.sdc
export NUM_CORES = 4
export LEC_CHECK = 1
export CORE_AREA = 10 10 70 70
export DIE_AREA = 0 0 80 80

==> run notes <==
On the backend side, the flow ran end to end.

The flow ran to the end, and the final reports show no timing, DRC or antenna violations. The post-synthesis instance area stands at 504 µm². Per the detail_route report, routed wire per instance is 9.89 µm. The total power per unit cell area stands at 160 nW/µm². The post-synthesis xor/xnor area fraction stands at 0%. For this run, the script counts the antenna cells in the layout as 0. Synthesis produced a netlist whose cell count is 62.

According to the dpl log, the detail-placed design has an HPWL of 1270 µm. In this run the vertical extent of the chip is 80 µm. Endpoints with negative setup slack in the final report add up to 0. The routed layout has 594 vias. The number of antenna violations at the first check in global routing was 0. The detailed router reported a total wirelength of 1500 µm. The maximum clock frequency stands at 446 MHz.

The largest net degree at the start of global routing stands at 10. The highest fanout seen on the critical path stands at 3. The area growth from synthesis to layout stands at 95.8%. The area enclosed by the die boundary stands at 6400 µm². The share of final-layout standard cells stronger than drive strength 1 stands at 41.5%. In the synthesized netlist, mux cells make up 21.8% of the area. The worst setup path is launched from an input pin. The hold-fix buffer count after cts stands at 0. The count of nets left with antenna violations once routing finished came out at 0. The simple logic cell fraction of the synthesized area stands at 19.9%. The largest voltage drop on the vdd net stands at 0.0562 mV. The initial core utilization stands at 14.8%.

There are 0 flip-flops and latches. For the final routed database, the setup TNS stands at 0 ps. After detailed routing, the number of remaining DRC violations is 0. Across all setup checks in the final design, the least slack found is 58.4 ps.

The mean number of vias per cell stands at 3.91. The via count of the first global-routing pass was 567. The pin closest to its max-slew limit shows a slew of 324 ps. In the final report, the number of hold violations comes to 0. The OpenROAD warning count stands at 44.

The number of cells in the yosys synthesis report stands at 62. STA reports the tightest min-delay check as being of type in2out. Per the OpenROAD power report, leakage power amounts to 0.497 nW. The adder-cell share of the synthesized area stands at 29.8%. Summed over all routing layers, the global router reports a total usage of 4.61%.

By area, the combinational part of the netlist is dominated by adder cells. The area figure in the yosys stat output stands at 504 µm². The shortest clock period the worst path allows after layout stands at 2240 ps. The first routing iteration left 23 violations. The number of max-cap violations stands at 0. The number of I/O pins stands at 24. The final timing report lists a max-slew violation count of 0. The number of distinct library cells after synthesis stands at 23. Clock buffers in the final layout number 0. The worst path arrival time stands at 1780 ps. The critical path in this run is classified as in2out. The worst slew margin relative to its limit stands at 78.4%.

The count of buffers from port buffering stands at 22. The worst path uses 97.5% of the clock period. STA classifies the critical path endpoint as an output pin.

The overall overflow remaining after global route stands at 0. The die width stands at 80 µm. The number of synthesis warnings stands at 1. Setup repair after global routing left no endpoint under its margin.

In this run the standard cell core region covers 3420 µm². The register area stands at 0 µm². The placement summary gives the final routability congestion estimate as 0.826. The floorplan row count stands at 21. The required time at the worst endpoint is listed as 1840 ps. The first global-routing pass estimated 2590 µm of wire. The first detailed-routing pass ran for 2 iterations.

The register area share after synthesis stands at 0%. The synthesized area per cell stands at 8.13 µm². OpenSTA, run right after detailed placement, puts the worst setup slack at -506 ps. Per the synthesis report, the AND-OR/OR-AND share of the synthesized area is 18.4%.
[power by group]
| part | switching, mW | internal [mW] | total [mW] |
|---|---|---|---|
| Combinational | 0.0586 | 0.0998 | 0.158 |
| Clock | 0 | 0 | 0 |
| Sequential | 0 | 0 | 0 |
[layout by cell type, fill, tap and decap left out]
cell,n
sky130_fd_sc_hd__a21oi_1,1
sky130_fd_sc_hd__a22o_1,3
sky130_fd_sc_hd__a31oi_1,1
sky130_fd_sc_hd__a32o_1,2
sky130_fd_sc_hd__buf_4,25
sky130_fd_sc_hd__buf_6,2
sky130_fd_sc_hd__clkbuf_2,2
sky130_fd_sc_hd__clkdlybuf4s15_1,1
sky130_fd_sc_hd__clkdlybuf4s15_2,2
sky130_fd_sc_hd__clkdlybuf4s50_1,6
sky130_fd_sc_hd__dlygate4sd2_1,8
sky130_fd_sc_hd__dlymetal6s2s_1,2
sky130_fd_sc_hd__ha_1,7
sky130_fd_sc_hd__ha_2,2
sky130_fd_sc_hd__ha_4,3
sky130_fd_sc_hd__inv_1,2
sky130_fd_sc_hd__inv_2,4
sky130_fd_sc_hd__mux2_1,1
sky130_fd_sc_hd__mux2i_1,5
sky130_fd_sc_hd__mux4_2,2
sky130_fd_sc_hd__nand2_1,5
sky130_fd_sc_hd__nand2b_4,1
sky130_fd_sc_hd__nor2_1,7
sky130_fd_sc_hd__nor2_2,1
sky130_fd_sc_hd__nor2b_1,4
sky130_fd_sc_hd__o21ai_0,1
sky130_fd_sc_hd__o21ai_1,1
sky130_fd_sc_hd__o31ai_1,1
sky130_fd_sc_hd__o32ai_1,2
sky130_fd_sc_hd__or3b_1,2
[area by class of cell]
cell class / instances / area, µm²
multi-input combinational: 52 / 499
tap: 46 / 57.6
timing repair buffer: 48 / 408
inverter: 6 / 22.5
fill: 371 / 2430
[synth_stat cells]
cell type / number / share of area (%)
sky130_fd_sc_hd__or3b_1: 2 / 3.5
sky130_fd_sc_hd__nand2_1: 5 / 3.7
sky130_fd_sc_hd__nor2_2: 1 / 1.2
sky130_fd_sc_hd__a22o_1: 3 / 5.2
sky130_fd_sc_hd__buf_6: 1 / 2.2
sky130_fd_sc_hd__o21ai_1: 1 / 0.99
sky130_fd_sc_hd__mux4_2: 1 / 4.5
sky130_fd_sc_hd__o32ai_1: 2 / 3.5
sky130_fd_sc_hd__buf_2: 2 / 2.0
sky130_fd_sc_hd__nor2_1: 7 / 5.2
sky130_fd_sc_hd__mux2_1: 1 / 2.2
sky130_fd_sc_hd__o31ai_1: 1 / 1.5
sky130_fd_sc_hd__mux4_1: 1 / 5.2
sky130_fd_sc_hd__ha_1: 12 / 30
sky130_fd_sc_hd__mux2i_1: 5 / 9.9
sky130_fd_sc_hd__a32o_1: 2 / 4.0
sky130_fd_sc_hd__inv_1: 6 / 4.5
sky130_fd_sc_hd__a21oi_1: 1 / 0.99
sky130_fd_sc_hd__buf_4: 1 / 1.5
sky130_fd_sc_hd__nor2b_1: 4 / 5.0
sky130_fd_sc_hd__o21ai_0: 1 / 0.99
sky130_fd_sc_hd__nand2b_1: 1 / 1.2
sky130_fd_sc_hd__a31oi_1: 1 / 1.2
[kinds of logic (layout without fill, tap and decap cells)]
family          Yosys count  in the layout
fa+ha+maj                12             12
simple gates             20             20
mux                       8              8
compound gates           12             12
buf+inv                  10             54
[worst max-delay path, cell delays in order]
cell                              delay [ps]
sky130_fd_sc_hd__clkdlybuf4s15_2         220
sky130_fd_sc_hd__buf_6                   130
sky130_fd_sc_hd__ha_4                    160
sky130_fd_sc_hd__buf_4                   130
sky130_fd_sc_hd__nand2b_4                 60
sky130_fd_sc_hd__nand2_1                  50
sky130_fd_sc_hd__a22o_1                  170
sky130_fd_sc_hd__clkdlybuf4s50_1         400
[path summary, 6_finish.rpt]
| path | from | endpoint | slack (ps) | cells after the start |
|---|---|---|---|---|
| max | SW[4] | HEX1_n[0] | 60 | 8 |
| min | SW[3] | HEX0_n[1] | 1430 | 4 |
[metrics by stage]
step,power (mW),instance area (µm²),hold WS [ps],cells,util [%]
finish,0.158,987,1430,152,28.9
global route,0.177,987,1480,152,28.9
CTS,0.162,983,1620,152,28.8
detailed placement,0.161,933,2040,150,27.3
global placement,0.159,933,2020,150,27.3
floorplan,0.0597,504,1020,62,-
[repair_timing]
item | 4_1_cts | 5_1_grt
gates cloned | 0 | 0
resized | 38 | 7
buffers inserted | 2 | 0
pin swaps | 2 | 1
hold endpoints to repair | 0 | 0
setup endpoints to repair | 14 | 6
[layer usage]
metal,GRT usage [%],up-vias,part of all wire [%]
li1,-,309,-
met1,6.45,274,47
met2,7.62,11,47
met3,0.795,0,6.4
met4,0,0,0
met5,0,-,0
No activity file was given, so power comes from the tool's default toggle rates.
